==> flow/design.v <==
module pc(
		input				clk,
		output		[31:0]	pc,
		input				branch,
		input		[31:0]	baddr);   
	reg 	branch3 = 1'b0;
	reg	[31:0]	pc0 = 32'd0;
	reg	[31:0]	pc1 = 32'd0;
	reg	[31:0]	pc2 = 32'd0;
	reg	[31:0]	pc3 = 32'd0;
	assign pc = pc0;
	always @(posedge clk) begin
		if (branch3)
			pc0 <= pc3;		 
		else
			pc0 <= pc0 + 4;	 
		pc1 <= pc0;
		pc2 <= pc1;
		pc3		<= 32'd0;	 
		branch3 <= 1'b0;  	 
		if (branch) begin
			pc3 <= pc2 + baddr;
			branch3 <= 1'b1;   
		end
	end
endmodule
==> flow/run.sh <==
#!/bin/bash
# OpenROAD 26Q1-2900-gdf79404cd8, Yosys 0.63+post, stock flow scripts
make -C /OpenROAD-flow-scripts/flow DESIGN_CONFIG=/design/flow/config.mk WORK_HOME=/design/flow/orfs finish
==> flow/config.mk <==
export PLATFORM = sky130hd
export DESIGN_NAME = pc
export DESIGN_NICKNAME = pc
export VERILOG_FILES = /design/flow/design.v
export SDC_FILE = /design/flow/constraint.sdc
export NUM_CORES = 4
export LEC_CHECK = 1
export CORE_UTILIZATION = 40
==> flow/constraint.sdc <==
current_design pc

set clk_period 9.3
set clk_io_pct 0.2

create_clock -name clk0 -period $clk_period [get_ports {clk}]

set non_clock_inputs [all_inputs -no_clocks]
set_input_delay [expr $clk_period * $clk_io_pct] -clock clk0 $non_clock_inputs
set_output_delay [expr $clk_period * $clk_io_pct] -clock clk0 [all_outputs]
==> flow_metrics.rpt <==
=== SYNTHESIS / PLACE & ROUTE SUMMARY ===
----------------------------------------------------
[Layout]
  Share of the core filled with cells ........................ 50.9%
  Layout overhead on the synthesized area ........................ 24.4%
  Fillcell total ........................ 1,165
  Area used by sequential logic in the layout ........................ 0.00260 sq mm
  Logic area ........................ 0.00261 sq mm
  Most used logic cell in the final layout ........................ sky130_fd_sc_hd__dfxtp_1
  Most common logic cells in the final layout ........................ 126 x sky130_fd_sc_hd__dfxtp_1, 65 x sky130_fd_sc_hd__clkdlybuf4s50_1, 60 x sky130_fd_sc_hd__nand2_1, 47 x sky130_fd_sc_hd__nor2_1, 36 x sky130_fd_sc_hd__o21ai_0
  Proportion of layout cells with a drive suffix above 1 ........................ 9.09%

[Routing]
  Starting DRC count in detailed routing ........................ 252
  Post-detailed-route DRC marker count ........................ 0
  Number of antenna diodes ........................ 0
  Via count ........................ 3,944
  Total wirelength of the detailed-routed design ........................ 11.4 mm
  Routed Antenna Nets ........................ 0
  Average wire per cell in the routed design ........................ 14.2 um
  Via density per instance ........................ 4.91
  DR pass1 iterations ........................ 4

[CTS]
  Buffers inserted during post-CTS setup optimization ........................ 0
  Skew-Pair Late Insertion Delay ........................ 0.42 ns
  Number of clock sinks ........................ 129
  Post-cts sizing count ........................ 0
  Buffer type at the clock tree root ........................ sky130_fd_sc_hd__clkbuf_16
  CTS Hold Bufs ........................ 0
  Number of buffers on the longest clock path ........................ 2
  Clock transition at the registers of the reported paths ........................ 0.06 ns
  Number of buffers created by CTS ........................ 17
  CTS tree ........................ built
  Total number of H-tree levels ........................ 4

[STA]
  Setup TNS ........................ 0 ns
  Post-layout period usage of the worst path ........................ 42.5%
  Fin Clk Skew ........................ 0.00994 ns
  Setup repair after global routing missed its margin ........................ no
  Headroom to the max-slew limit ........................ 61.4%
  Post-route minimum period ........................ 3.96 ns
  Least-Margin Pin Slew ........................ 0.579 ns
  Total count of hold-check failures in the final report ........................ 0
  Final number of setup-violating endpoints ........................ 0
  Crit path setup slack, layout ........................ 5.34 ns
  Fmax achieved ........................ 0.253 GHz
  Final Max Slew Viols ........................ 0

[Setup path]
  Type of the setup path with the least slack ........................ primary input to register
  Max stage delay on crit path ........................ 0.41 ns
  Critical path launch point type ........................ primary input
  Data required time at the worst endpoint ........................ 9.65 ns
  Data arrival at the endpoint of the critical path ........................ 4.30 ns
  Crit path max fanout ........................ 5
  Worst setup EP type ........................ register
  Slowest CP cell ........................ sky130_fd_sc_hd__fa_1
  CP cell instances ........................ clkdlybuf4s50_1 -> ha_1 -> fa_1 -> a21o_1 -> a221oi_4 -> o21a_2 -> o22ai_2 -> o2111ai_2 -> nand3_1 -> a21oi_2

[GRT]
  GRT Total Usage ........................ 17.6%
  Antenna violations before repair ........................ 0
  Global-route wire length before repair ........................ 19.2 mm
  Total congestion overflow ........................ 0
  Maximum number of pins on one net before global-route repair ........................ 34
  Number of global-route vias before repair ........................ 3,814

[Floorplanning]
  Core utilization before placement ........................ 40.9%
  Die span in y ........................ 118 um
  Area of the core ........................ 0.0132 sq mm
  Site row count ........................ 42
  Die Wd ........................ 118 um
  Number of top-level pins ........................ 66
  Area enclosed by the die boundary ........................ 0.0140 sq mm

[Outcome]
  Outcome ........................ completed

[Power and ir drop]
  Worst IR drop on VDD ........................ 0.000138 V
  Power density relative to cell area ........................ 344 mW/mm^2
  Switch share ........................ 32.9%
  Sequential power share ........................ 39.4%
  Leakage power ........................ 2.61 nW
  Internal power ........................ 1.55 mW
  Combinational cell fraction of total power ........................ 32.6%
  Part of the power in the clock network ........................ 28.0%
  Switching component of the power ........................ 758 uW

[Synthesis]
  Main flop type ........................ sky130_fd_sc_hd__dfxtp_1
  Post-synth area from yosys stat ........................ 0.00539 sq mm
  Share of synthesized registers carrying an async set or reset ........................ 0%
  Average instance area after synthesis ........................ 9.82 sq um
  Synth Cell Area ........................ 0.00539 sq mm
  Post-synth EDFFs ........................ 2
  Number of unique standard cell types used by synthesis ........................ 63
  Synthesis-stage register bit count ........................ 129
  Seq share, synth ........................ 48.2%
  Cells after synthesis ........................ 549
  Number of warning messages in the yosys log ........................ 1
  Yosys Instances ........................ 549

[Place]
  Count of input and output buffers ........................ 65
  Worst slack at placement ........................ 4.92 ns
  Final weighted congestion in routability-driven placement ........................ 0.882
  DP HPWL ........................ 8.20 mm

[Job]
  Max-cap violations ........................ 0
  Number of warning messages in the logs ........................ 25

[Hold path]
  Path type of the worst min-delay path ........................ register to register

----------------------------------------------------
cell type report:
cell class	count	area share, %
repair buffers	67	9.92
clock inverters	15	2.42
flip-flops and latches	129	38.8
well taps	176	3.28
inverters	6	0.336
clock buffers	17	6.34
multi-input cells	393	38.9
worst max-delay path, delay by kind of cell:
| family | cells | cell delay [ns] |
|---|---|---|
| buf+inv | 1 | 0.40 |
| fa+ha+maj | 2 | 0.66 |
| simple gates | 1 | 0.12 |
| compound gates | 6 | 1.25 |
routing by layer:
metal | share of wire, % | vias up | track usage (%) | wire [um]
met1 | 52 | 1790 | 28.6 | 5940
met2 | 42 | 89 | 25.1 | 4780
met5 | 0 | - | 0 | 0
met3 | 4.4 | 14 | 3.37 | 504
met4 | 1.6 | 0 | 2.96 | 188
li1 | - | 2051 | - | -
registers in the layout (all words and copies together) (netlist names):
register,flops
branch3,1
pc0,32
pc1,32
pc2,32
pc3,32
synth_stat cells (2+ instances only):
cell type / number / share of area [%]
sky130_fd_sc_hd__a21oi_2: 2 / 0.32
sky130_fd_sc_hd__o21ai_2: 2 / 0.32
sky130_fd_sc_hd__o21ai_0: 36 / 3.3
sky130_fd_sc_hd__clkbuf_1: 8 / 0.56
sky130_fd_sc_hd__inv_1: 6 / 0.42
sky130_fd_sc_hd__xor2_1: 33 / 5.4
sky130_fd_sc_hd__buf_6: 7 / 1.5
sky130_fd_sc_hd__edfxtp_1: 2 / 1.1
sky130_fd_sc_hd__and2_1: 7 / 0.81
sky130_fd_sc_hd__nand2_1: 60 / 4.2
sky130_fd_sc_hd__nand4_1: 12 / 1.4
sky130_fd_sc_hd__and3_1: 8 / 0.93
sky130_fd_sc_hd__and4_1: 2 / 0.32
sky130_fd_sc_hd__ha_1: 32 / 7.4
sky130_fd_sc_hd__a211oi_1: 3 / 0.42
sky130_fd_sc_hd__o21ai_1: 9 / 0.84
sky130_fd_sc_hd__buf_2: 2 / 0.19
sky130_fd_sc_hd__or3_1: 2 / 0.23
sky130_fd_sc_hd__a31oi_1: 5 / 0.58
sky130_fd_sc_hd__nor2b_1: 2 / 0.23
sky130_fd_sc_hd__a21oi_1: 31 / 2.9
sky130_fd_sc_hd__clkbuf_8: 2 / 0.51
sky130_fd_sc_hd__o21a_1: 5 / 0.70
sky130_fd_sc_hd__o21bai_1: 5 / 0.70
sky130_fd_sc_hd__nor3_1: 6 / 0.56
sky130_fd_sc_hd__nand2b_1: 2 / 0.23
sky130_fd_sc_hd__buf_4: 2 / 0.28
sky130_fd_sc_hd__a21o_1: 7 / 0.97
sky130_fd_sc_hd__dfxtp_1: 127 / 47
sky130_fd_sc_hd__nand3_1: 15 / 1.4
sky130_fd_sc_hd__o211ai_1: 6 / 0.84
sky130_fd_sc_hd__nor2_1: 47 / 3.3
sky130_fd_sc_hd__xnor2_1: 24 / 3.9
stage by stage:
| step | power [mW] | area (sq um) | hold WS [ns] | cells |
|---|---|---|---|---|
| 2_1_floorplan | 1.42 | 5390 | 0.310 | 549 |
| 3_3_place_gp | 1.66 | 6120 | 0.310 | 771 |
| 3_5_place_dp | 1.66 | 6120 | 0.312 | 771 |
| 4_1_cts | 2.32 | 6710 | 0.325 | 803 |
| 5_1_grt | 2.46 | 6710 | 0.327 | 803 |
| 6_report | 2.31 | 6710 | 0.325 | 803 |
kinds of logic (layout without fill, tap and decap cells):
family	after synthesis	count (layout)	share of synthesized area, %
AND-OR/OR-AND	129	129	15.8
XOR/XNOR	57	57	9.26
adder cells (fa/ha/maj)	33	33	7.79
buffers and inverters	27	105	3.41
flip-flops	129	129	48.2
multiplexers	2	2	0.394
AND/OR/NAND/NOR	172	172	15.1
power by group through the flow:
stage | clock network (mW) | registers [mW] | logic, mW
CTS | 0.656 | 0.908 | 0.753
global route | 0.684 | 0.934 | 0.844
finish | 0.646 | 0.908 | 0.753
path summary, 6_finish.rpt:
check | end | slack, ns | cells after the start | from
hold / removal | pc2[25] | 0.32 | 0 | pc1[25]
hold reg to reg | pc2[25] | 0.32 | 0 | pc1[25]
setup reg to reg | pc3[28] | 6.92 | 9 | pc2[0]
setup / recovery | pc3[28] | 5.34 | 10 | baddr[0]
Power and IR drop assume default switching activity.
